==> design.v <==
`timescale 1ns/1ps
module unsigned_seq_mult_RS(
    clk,rst,load,a,b,product
    );
input clk,load,rst;
input [5:0] a,b;
output reg [11:0] product;
reg [12:0] temp;
reg [5:0]shift_a,shift_b;
integer count;
reg stop=0;
reg bb;
always @(posedge clk)
begin
	if(rst==1)
	begin
		shift_a=0;
		shift_b=0;
		temp=0;
		product=0;
		count=0;
		stop=0;
	end
	if(load)
	begin
		shift_a=a;
		shift_b=b;
		temp=0;
		product=0;
		count=0;
		stop=0;
	end
	if(stop==0)
	begin
		if(shift_b[count]==1)
		begin
			temp=temp+{shift_a,6'b000000};
		end
		temp=temp>>1;
		product=temp[11:0];
		count=count+1;
		if(count==6)
		begin
			stop=1;
		end
	end
end
endmodule
==> run.sh <==
#!/bin/bash
# OpenROAD 26Q1-2900-gdf79404cd8, Yosys 0.63+post, stock flow scripts
make -C /OpenROAD-flow-scripts/flow DESIGN_CONFIG=/design/flow/config.mk WORK_HOME=/design/flow/orfs finish
==> config.mk <==
export PLATFORM = sky130hd
export DESIGN_NAME = unsigned_seq_mult_RS
export DESIGN_NICKNAME = unsigned_seq_mult_RS
export VERILOG_FILES = /design/flow/design.v
export SDC_FILE = /design/flow/constraint.sdc
export NUM_CORES = 4
export LEC_CHECK = 1
export CORE_UTILIZATION = 40
==> constraint.sdc <==
current_design unsigned_seq_mult_RS

set clk_period 15.9
set clk_io_pct 0.2

create_clock -name clk0 -period $clk_period [get_ports {clk}]

set non_clock_inputs [all_inputs -no_clocks]
set_input_delay [expr $clk_period * $clk_io_pct] -clock clk0 $non_clock_inputs
set_output_delay [expr $clk_period * $clk_io_pct] -clock clk0 [all_outputs]
==> Changelog: implementation <==
## Flow update

* RSZ-0062 raised after global routing: false
* Post-synthesis register bit count at between 60 and 70
* DRT Wirelength at 7967 um
* Synth cell types at approximately 60
* Via-to-Cell Ratio at ~5.5
* Post-cts gate resize count at 0
* GR Util met1 at 0.2723
* Latency at later pin at about 0.35 ns
* TritonCTS clock tree: done
* First-pass GRT wire length at between 10000 and 15000 um
* Mapped Area at 3717 um2
* Overflow after GRT at 0
* Layout cells sized above 1 at 0.07159
* Fin. max-slew vios at 0
* Top cells, area: dfxtp_1 31%, edfxtp_1 9.7%, nor2_1 5.6%, nand2_1 4.3%, xnor2_1 4.2%
* CP Launch Type: input port
* Clock Sink Count at 69
* Hold Crit Class: flip-flop to flip-flop
* LEAKAGE at 0.001602 uW
* Final Setup Violations at 0
* Worst-margin pin slew at 0.8881 ns
* Most frequent cell after synthesis: dfxtp_1
* Crit path DRT at around 16 ns
* Synth top cells by count: 57 x dfxtp_1, 55 x nor2_1, 43 x nand2_1, 18 x xnor2_1, 16 x and2_1
* PortBufs at 26
* Vias in the first global route at 2832
* Clk pin slew, worst setup/hold paths at 0.07 ns
* DP HPWL at about 5500 um
* Hold_sp: temp[4]$_DFF_P_
* Fill cells at 842
* Final hold violation count at 0
* Core area at 8848 um2
* Die width at between 90 and 100 um
* Worst rel slew slack at 0.4025
* Postcts setup bufs at 0
* Diodes inserted at 0
* Clock skew at between 0.008 and 0.009 ns
* Critical Path End Type: flip-flop
* Remaining DRCs at 0
* Setup TNS Final at 0 ns
* Hold_buf cts at 0
* Critical Path Source: load
* Tool warning count at 26
* All-Layer GR Usage at 0.1782
* WS Path Type: input port to flip-flop
* Final period util at 0.4237
* Pre-antenna DRT Iters at 17
* Cell taking the most area after synthesis: dfxtp_1
* Root buf cell: clkbuf_8
* H-tree lvl count at 3
* Routed len/inst at 14.35 um
* Top FF cell, synth: dfxtp_1
* Final Instance Area at 4217 um2
* Crit path max fanout at roughly 43
* Top Ports at 27
* Fp_density at 0.4201
* Worst vdd ir at between 0.04 and 0.05 mV
* Final RePlAce weighted congestion at around 0.9
* Dpl cell area at between 4000 and 5000 um2
* EDFF count, synth at 12
* Mean post-synth cell area at roughly 8.7 um2
* Register area share after synthesis at 0.4039
* Vias at 3052
* Largest net degree at the start of global routing at roughly 44
* Num CTS Buffers at 9
* Routed Antenna Nets at 0
* # rows at 34
* Dominant cell area share at 0.3070
* Maxcap violations at 0
* Status: complete, no violations
* Mapped Cells at 428
* Cell count of the worst reg-to-reg path at 10
* Yosys chip area at ~3700 um2
* Yosys warning tally at 1
* Fin crit period at around 6.7 ns
* Initial antenna violation count at 0
* GR Util met2 at 0.2833
* Pwr Density at a little over 80 nW/um2
* Hold Path Depth at 1
* FFs w/ async S/R, synth at 0
* Die Ht at about 98 um
* Highest clock rate at roughly 0.15 GHz
* Yosys Instances at around 430
* WP data arrival at between 7 and 8 ns
* R2R Path Start: count[0]$_DFF_P_
* Top Usage Layer GRT: met2
* Area Growth Syn to Fin at 13.43%
* DRT iter0 DRCs at approximately 250
* Grt met3 use at 0.02616
* Clock tree buffer depth at 2
* Die area at about 9700 um2
* Overall Power at between 300 and 400 uW
==> critical path, stage by stage <==
cell             delay [ns]
clkdlybuf4s50_1        0.40
buf_4                  0.20
or2_1                  0.24
buf_4                  0.27
nor2_1                 0.20
ha_1                   0.31
nand4_1                0.55
or3_1                  0.62
a211oi_1               0.26
o21ai_1                0.08
a2111oi_0              0.37
a41oi_1                0.18
o21ai_1                0.13
==> cells by family after synthesis <==
| logic type | after synthesis | share of synthesized area |
|---|---|---|
| simple gates | 192 | 0.2683 |
| compound gates | 79 | 0.1494 |
| flops | 69 | 0.4039 |
| buf+inv | 37 | 0.04375 |
| xor+xnor | 33 | 0.07775 |
| mux | 9 | 0.02457 |
| fa+ha+maj | 9 | 0.03231 |
==> metrics by stage <==
stage	util	hold WS, ns	std cells	worst slack (ns)
2_1_floorplan	-	0.4167	428	9.703
3_3_place_gp	0.4548	0.4265	539	8.924
3_5_place_dp	0.4548	0.4305	539	8.860
4_1_cts	0.4765	0.4470	555	9.204
5_1_grt	0.4765	0.4648	555	8.803
6_report	0.4765	0.4424	555	9.163
==> final cells by class <==
cell class / count / area (um2) / area share
clock inverters: 6 / 65.06 / 0.01543
multi-input cells: 322 / 2056 / 0.4875
clock buffers: 10 / 127.6 / 0.03027
repair buffers: 31 / 297.8 / 0.07062
well taps: 108 / 135.1 / 0.03205
inverters: 9 / 33.78 / 0.008012
flip-flops and latches: 69 / 1501 / 0.3561
==> routing by layer <==
layer / share of wire / wire length (um)
met1: 0.49 / 3905
met2: 0.44 / 3497
met3: 0.055 / 436
met4: 0.016 / 127
met5: 0 / 0
==> layout by cell type, fill, tap and decap left out, drive strengths merged, types with 2 or more instances in the layout <==
master and count:
dfxtp 57, nor2 55, nand2 43, clkdlybuf4s50 26
xnor2 18, and2 17, a21oi 15, xor2 15
nor3 13, o21ai 13, edfxtp 12, nand3 12
nand4 11, a22o 10, clkbuf 10, inv 8
mux2i 8, o31ai 8, ha 8, and3 8
nor4 8, a21o 7, buf 5, and4 5
clkinv 5, or3 4, or4 4, nand2b 3
a31oi 3, a41oi 3, o211ai 3, or2 2
o21bai 2, o2111ai 2, nor3b 2, a311oi 2
o21a 2, a211oi 2
==> flip-flops by register name (all words and copies together) (netlist names) <==
signal	cells
count	32
product	12
temp	12
shift_a	6
shift_b	6
stop	1
==> worst paths after layout <==
check / endpoint / slack [ns]
max: stop$_SDFF_PP1_ / 9.16
min: temp[4]$_DFF_P_ / 0.44
max reg2reg: stop$_SDFF_PP1_ / 12.56
min reg2reg: temp[4]$_DFF_P_ / 0.44
==> where the power goes <==
part           total (uW)  internal (uW)  switching (uW)
clock                 139           72.4            66.2
combinational        24.4           12.6            11.8
sequential            185            183            2.17
total                 348            268            80.1
No activity file was given, so power comes from the tool's default toggle rates.
