==> flow/design.v <==
`timescale 1ns/1ps
module ha(a,b,sum,cout);
input a,b;
output sum,cout;
assign sum=a^b;
assign cout=a&b;
endmodule
module fa(a,b,cin,sum,cout);
input a,b,cin;
output sum,cout;
wire t1,t2,t3;
ha hf1(a,b,t1,t2);					 
ha hf2(cin,t1,sum,t3);				 
assign cout=t3|t2;					 
endmodule
module mult1x1(a,b,p);
input a,b;
output p;
assign p=a&b;				 
endmodule
module mult3x1(a,b,p);
input [2:0]a;					 
input b; 						 
output [2:0]p;
mult1x1 m3x10(a[0],b,p[0]);
mult1x1 m3x11(a[1],b,p[1]);
mult1x1 m3x12(a[2],b,p[2]);
endmodule
module mult3x3(a,b,p);
input [2:0]a;
input [2:0]b;
output [5:0]p;
wire [2:0]t0;
wire [2:0]t1;
wire [2:0]t2;
wire c0,c1,c2,c3,c4,c5,c6;
wire s1,s2,s3,s4;
mult3x1 m3x30(a,b[0],t0);
mult3x1 m3x31(a,b[1],t1);
mult3x1 m3x32(a,b[2],t2);
assign p[0]=t0[0];						 
ha ha3x30(t0[1],t1[0],p[1],c0);			 
ha h1(c0,t0[2],s1,c1);
ha h2(t1[1],t2[0],s2,c2);
ha h3(s1,s2,p[2],c3);					 
fa f1(c1,c2,c3,s3,c4);
fa f2(s3,t1[2],t2[1],p[3],c5);			 
fa f3(c4,c5,t2[2],p[4],c6); 			 
assign p[5]=c6;							 
endmodule
module mult6x3(a,b,p);
input [5:0]a;
input [2:0]b;
output [8:0]p;
wire [5:0]t0;
wire [5:0]t1;
wire c1,c2,c3,c4,c5;
mult3x3 m6x31(.a(a[2:0]),.b(b),.p(t0));
mult3x3 m6x32(.a(a[5:3]),.b(b),.p(t1));
assign p[0]=t0[0];						 
assign p[1]=t0[1];						 
assign p[2]=t0[2];						 
ha h6x31(t0[3],t1[0],p[3],c1);			 
fa f6x31(c1,t0[4],t1[1],p[4],c2);		 
fa f6x32(c2,t0[5],t1[2],p[5],c3);		 
ha h6x32(c3,t1[3],p[6],c4);				 
ha h6x33(c4,t1[4],p[7],c5);				 
assign p[8]=t1[5]|c5;					 
endmodule
module unsigned_array_mult(a,b,product);
input [5:0] a;
input [5:0] b;
output [11:0]product;
wire [8:0]t0;
wire [8:0]t1;
wire c1,c2,c3,c4,c5,c6,c7,c8;
mult6x3 m6x61(.a(a), .b(b[2:0]), .p(t0) );
mult6x3 m6x62(.a(a), .b(b[5:3]), .p(t1) );
assign product[0]=t0[0];						 
assign product[1]=t0[1];						 
assign product[2]=t0[2];						 
ha h6x61(t0[3],t1[0],product[3],c1);			 
fa f6x62(c1,t0[4],t1[1],product[4],c2);			 
fa f6x63(c2,t0[5],t1[2],product[5],c3);			 
fa f6x64(c3,t0[6],t1[3],product[6],c4);			 
fa f6x65(c4,t0[7],t1[4],product[7],c5);			 
fa f6x66(c5,t0[8],t1[5],product[8],c6);			 
ha h6x62(t1[6],c6,product[9],c7);				 
ha h6x63(t1[7],c7,product[10],c8);				 
assign product[11]=c8|t1[8];					 
endmodule
==> flow/run.sh <==
#!/bin/bash
# OpenROAD 26Q1-2900-gdf79404cd8, Yosys 0.63+post, stock flow scripts
make -C /OpenROAD-flow-scripts/flow DESIGN_CONFIG=/design/flow/config.mk WORK_HOME=/design/flow/orfs finish
==> flow/config.mk <==
export PLATFORM = sky130hd
export DESIGN_NAME = unsigned_array_mult
export DESIGN_NICKNAME = unsigned_array_mult
export VERILOG_FILES = /design/flow/design.v
export SDC_FILE = /design/flow/constraint.sdc
export NUM_CORES = 4
export LEC_CHECK = 1
export CORE_AREA = 10 10 108 108
export DIE_AREA = 0 0 118 118
==> flow/constraint.sdc <==
current_design unsigned_array_mult

set clk_period 8.2
set clk_io_pct 0.2

create_clock -name clk0 -period $clk_period

set non_clock_inputs [all_inputs -no_clocks]
set_input_delay [expr $clk_period * $clk_io_pct] -clock clk0 $non_clock_inputs
set_output_delay [expr $clk_period * $clk_io_pct] -clock clk0 [all_outputs]
==> Slide: Implementation Results <==
Run Summary

Die
  – Ports: 24
  – Num rows: 35
  – FP Core Util: 0.123
  – Die width: 118 um
  – CORE AREA: 0.00928 sq mm
  – Die height: 118 um
  – Die footprint: 0.0139 sq mm

Layout
  – Clk_buf instances: 0
  – Synthesis-to-layout area growth: 44.8%
  – Final core utilization: 0.178
  – Fill count: 1028
  – Commonest non-fill, non-tap cell in the layout: inv_1
  – Top logic cells by instance count in the layout: 23 x inv_1, 22 x and2_1, 19 x ha_1
  – FF/Latch Area: 0 sq um
  – Share of post-route cells with drive strength above 1: 0.279
  – Seq_cells: 0

Timing
  – Tmin final: 8.34 ns
  – Pins Over Slew Limit: 0
  – Fmax: 120 MHz
  – Hold_ws: 4.04 ns
  – Fin. Hold Viols: 0
  – RSZ-0062 raised after global routing: true
  – Setup violators final: 1
  – Crit share post-route: 1.02
  – Worst-margin pin slew: 0.212 ns
  – Setup ws final: -0.143 ns
  – Max-slew headroom: 0.858

Worst setup path
  – Critical Path Max Stage Delay: 0.47 ns
  – Type of destination of the critical path: output port
  – CP Buf/Inv Count: 8
  – Crit path top cell by count: fa_2
  – Crit Path Class: input port to output port
  – Worst Path Arrival: 6.70 ns
  – CP Cell Sequence: buf_8 -> and2_4 -> ha_4 -> ha_4 -> ha_4 -> inv_2 -> fa_1 -> inv_1 -> fa_2 -> inv_2 -> fa_1 -> inv_2 -> fa_2 -> fa_2 -> fa_2 -> fa_2 -> fa_2 -> inv_2 -> fa_2 -> inv_2 -> ha_4 -> ha_4 -> or3_1 -> buf_2
  – WP data required: 6.56 ns
  – Crit-path leading delay family: adder cells
  – CP Launch Type: input port
  – Crit-path max FO: 2
  – Critical path's slowest cell: fa_1

Detailed routing
  – Drt wl/cell: 9.28 um
  – Via/cell ratio: 2.82
  – Detail Route Antenna Nets: 0
  – Antenna diodes: 0
  – Detailed Route WL: 2560 um
  – DRC violations left: 0
  – Initial DRT Pass Iterations: 4
  – Vias after detailed routing: 778
  – Iter 0 DRT Violations: 13

Power
  – Lkg Pwr: 0.733 nW
  – Pwr dens: 93.1 mW/mm^2
  – VDD IR max: 51.9 uV

CTS
  – Post-CTS Setup Inserts: 0

Yosys
  – Yosys Warn Count: 0
  – Simple share: 0.189
  – Synth Seq Share: 0
  – Adder share: 0.643
  – Post-synthesis chip area from yosys: 0.00114 sq mm
  – Mean Syn Cell Area: 9.19 sq um
  – Ys cells: 124
  – Mapped Cells: 124
  – Mux cell area share: 0
  – Cell Type Count: 8
  – Top logic family: adder cells
  – Mapped cell area: 0.00114 sq mm
  – Post-Synth XOR/XNOR Area: 0
  – Compound Share, Synth: 0

Placed design
  – IO Port Bufs: 24
  – HPWL Detailed: 2370 um
  – Routability cong.: 0.793

Flow run
  – Max cap viols: 0
  – OpenROAD warning count: 34

Global routing
  – Number of global-route vias before repair: 890
  – Total GRT Usage: 0.0385
  – Total global routing overflow: 0
  – Largest net degree at the start of global routing: 7
  – Initial antenna violation count: 0
  – First-pass GRT wire length: 4480 um

Min path
  – Hold_sp: a[0]
  – Hold Path Stages: 4
  – Hold Path End: product[0]
  – Hold crit path type: input port to output port

Outcome
  – Outcome: complete, but fails checks
  – Violated checks: setup timing
[cell usage after synthesis]
cell type,n,area share
and2_1,27,0.15
nor2b_1,1,0.0055
buf_4,11,0.072
fa_1,21,0.37
or3_1,1,0.0055
inv_1,29,0.095
ha_1,25,0.27
nand2_1,9,0.030
[tightest hold or removal path, stage by stage]
cell	delay [ns]
buf_6	0.09
buf_6	0.12
and2_1	0.13
clkdlybuf4s50_1	0.42
[cell families after synthesis]
| family | Yosys count |
|---|---|
| adder cells (fa/ha/maj) | 46 |
| buffers and inverters | 40 |
| AND/OR/NAND/NOR | 38 |
[metrics by stage]
stage,power (mW),setup slack (ns),instance area (sq um),setup TNS (ns),std cells
after floorplan,0.0924,0.0179,1150,0,124
after global placement,0.149,-1.07,1540,-3.88,276
after detailed placement,0.148,-1.13,1540,-4.15,276
after CTS,0.158,-0.294,1640,-0.294,276
after global routing,0.181,-0.292,1650,-0.344,276
final,0.154,-0.143,1650,-0.143,276
[final cells by class]
class / instances / area, sq um / area share
Tap cell: 129 / 161 / 0.0978
Timing Repair Buffer: 34 / 327 / 0.198
Inverter: 29 / 109 / 0.0660
Multi-Input combinational cell: 84 / 1050 / 0.638
[how the worst max path moves through the flow]
stage / cells after the start / endpoint / slack [ns] / from
after CTS: 24 / product[11] / -0.29 / a[1]
after global routing: 24 / product[11] / -0.29 / a[1]
final: 24 / product[11] / -0.14 / a[1]
[power by group]
group          total (mW)  internal [mW]  switching [mW]
logic               0.154         0.0947          0.0590
registers               0              0               0
clock network           0              0               0
total               0.154         0.0947          0.0590
[repair_timing]
item	in CTS	in global routing
pin swaps	19	8
hold buffers	0	0
setup endpoints to repair	6	4
resized	56	6
[per-layer routing]
layer	vias up	routed length [um]	GRT usage
met5	-	0	0
met3	0	101	0.00583
met4	0	0	0
met2	11	1240	0.0668
met1	363	1220	0.0523
li1	404	-	-
No activity file was given, so power comes from the tool's default toggle rates.
