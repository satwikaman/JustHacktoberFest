## flow/run.sh

```bash
#!/bin/bash
# OpenROAD 26Q1-2900-gdf79404cd8, Yosys 0.63+post, stock flow scripts
make -C /OpenROAD-flow-scripts/flow DESIGN_CONFIG=/design/flow/config.mk WORK_HOME=/design/flow/orfs finish
```

## flow/constraint.sdc

```tcl
current_design ripple_carry_adder

set clk_period 3.7
set clk_io_pct 0.2

create_clock -name clk0 -period $clk_period

set non_clock_inputs [all_inputs -no_clocks]
set_input_delay [expr $clk_period * $clk_io_pct] -clock clk0 $non_clock_inputs
set_output_delay [expr $clk_period * $clk_io_pct] -clock clk0 [all_outputs]
```

## flow/config.mk

```make
export PLATFORM = sky130hd
export DESIGN_NAME = ripple_carry_adder
export DESIGN_NICKNAME = ripple_carry_adder
export VERILOG_FILES = /design/flow/design.v
export SDC_FILE = /design/flow/constraint.sdc
export NUM_CORES = 4
export LEC_CHECK = 1
export CORE_AREA = 10 10 70 70
export DIE_AREA = 0 0 80 80
```

## flow/design.v

```verilog
`timescale 1ns / 1ps
module full_adder(a,b,cin,sum,cout);
    input a,b,cin;
    output sum,cout;
    wire w1,w2,w3;
    xor sum_bit(sum,a,b,cin);	 
    and m1(w1,a,b);
    and m2(w2,a,cin);
    and m3(w3,cin,b);
    or m4(cout,w1,w2,w3);     
endmodule
module two_bit_adder(a,b,cin,sum,cout);
input [1:0] a,b;
input cin;
output wire [1:0] sum; 
output wire cout;
wire carry;  
full_adder f1(.a(a[0]),.b(b[0]),.cin(cin),.sum(sum[0]),.cout(carry));
full_adder f2(.a(a[1]),.b(b[1]),.cin(carry),.sum(sum[1]),.cout(cout));  
endmodule
module four_bit_adder(a,b,cin,sum,cout);
input [3:0] a,b;
input cin;
output wire [3:0] sum;
output wire cout;
wire carry;  
two_bit_adder f1(.a(a[1:0]),.b(b[1:0]),.cin(cin),.sum(sum[1:0]),.cout(carry));
two_bit_adder f2(.a(a[3:2]),.b(b[3:2]),.cin(carry),.sum(sum[3:2]),.cout(cout));   
endmodule
module ripple_carry_adder(a,b,cin,sum,cout);
input [7:0] a,b;
input cin;
output wire [7:0] sum;
output wire cout;
wire carry;  
four_bit_adder f1(.a(a[3:0]),.b(b[3:0]),.cin(cin),.sum(sum[3:0]),.cout(carry));
four_bit_adder f2(.a(a[7:4]),.b(b[7:4]),.cin(carry),.sum(sum[7:4]),.cout(cout));  
endmodule
```

==> notes.md <==
Implementation numbers.

- The number of post-CTS setup repair buffers reads 0.
- The leading cell type by number of instances after synthesis reads sky130_fd_sc_hd__inv_1.
- The number of sequential cells reported for the layout is 0.
- Routability-driven placement finished with a final weighted congestion of 0.8290.
- Per the synthesis report, the dominant area consumer among library cells is sky130_fd_sc_hd__fa_1.
- The first detailed-routing pass ran for 2 iterations.
- The classification of the worst-slack hold path reads primary input to output port.
- The vertical die dimension reported for this design is 80 microns.
- The instance count of the mapped netlist is 26.
- The required time at the endpoint of the critical path is 2.96 ns.
- The average via count per standard cell reads 2.333.
- The tally of clock buffers in the finished layout is 0.
- The leakage power figure reads 0.0002147 uW.
- Summed over all nets, wire length on met2 after detailed routing comes to 205 microns.
- The power spent charging and discharging nets is 22.34 uW.
- The critical setup path kind is primary input to output port.
- The type of element capturing the critical path reads an output port.
- The synthesis run shows the most used standard cells to be sky130_fd_sc_hd__inv_1 (10), sky130_fd_sc_hd__buf_4 (8), sky130_fd_sc_hd__fa_1 (8).
- The horizontal die dimension is 80 microns.
- The routed metal-1 wire length reads 311 microns.
- The share of total power dissipated in the clock network is 0.
- The flow ran to the end, but the final reports show violations.
- The largest net degree at the start of global routing is 2.
- Per the detail_route log, met3 wirelength is 212 microns.
- The synthesis-to-layout area growth is 109.7%.
- The die outline area is 6400 sq um.
- Yosys reports a chip area of 257.7 sq um.
- The share of synthesized area in the top cell type comes to 0.6214.
- The maximum achievable frequency reads 221.1 MHz.
- The final count of pins violating max slew is 0.
- The main area contributors are sky130_fd_sc_hd__fa_1 (62%), sky130_fd_sc_hd__buf_4 (23%), sky130_fd_sc_hd__inv_1 (15%).
- The part of the total power dissipated in sequential elements reads 0.
- In the post-route report, total wirelength is listed as 729 microns.
- STA classifies the critical path startpoint as a primary input.
- The script parses the final routing iteration and logs DRC violations as 0.
- The maximum vdd drop reads 0.04917 mV.
- The cts-stage hold buffer count reads 0.
- The arrival time at the worst endpoint reads 3.78 ns.
- The overall fraction of global-route tracks in use reads 0.02262.
- The number of endpoints with negative hold slack in the final report reads 0.
- For this run, the register share of the synthesized area comes to 0.
- The number of antenna diodes is 0.
- The max-slew headroom at the worst pin is 0.9230.
- The synthesized area per cell is 9.913 sq um.
- STA on the placed design reports a worst setup slack of -1.718 ns.
- The via count of the routed design reads 210.
- The count of buffers added on input and output ports is 26.
- Once detail routing completed, the nets flagged for antenna violations numbered 0.
- The internal power of the cells is 48.59 uW.
- The minimum clock period is 4.523 ns.
- TritonRoute output was used to compute an average wire per cell of 8.100 microns.
- The number of core rows reads 21.
- The initial antenna violation count was 0.
- Setup repair after global routing could not meet its margin everywhere.
- The final reports fail on setup timing.
- The power density over cell area is 131.2 nW/um^2.
- The area of all sequential standard cells reads 0 sq um.
- The logic gate share of total power is 1.000.
- The initial cell density of the core is 0.07546.
- The most critical hold endpoint after final layout shows a slack of 2.218 ns.
- The max-capacitance violation count is 0.
- For this block, the initial DRC count from the detailed router was 3.
- The core outline area reads 3416 sq um.
- The smallest setup slack after layout reads -0.8229 ns.
- Summed over all layers, the global routing overflow is 0.
- The slew of the pin with the lowest slew margin is 0.1151 ns.
- The number of global-route vias before repair is 259.
- Once layout is complete, the utilization of the core stands at 0.1582.
- The total cells reported by yosys after synthesis reads 26.
- The cell area after synthesis reads 257.7 sq um.
- The half-perimeter wire length after detailed placement reads 750.4 microns.
- The total of endpoints with negative setup slack in the final report reads 4.
- The highest fanout seen on the critical path reads 1.
- The number of placed I/O pins reads 26.
- Synthesis instantiated 3 different standard cells from the library.
- Per the final layout report, the fraction of cells sized above drive strength 1 comes to 0.4773.
- The first global-routing pass estimated 1173 microns of wire.
- The count of synthesis-stage warnings from yosys is 0.
- Dividing the final minimum period by the clock period gives 1.222.
- The net switching share of the total power reads 0.3150.
- In this run the top signal layer used is met3.
- The total tool warning count is 35.
-- final cells by class --
class | instances | area (sq um)
fillers | 380 | 2875
repair buffers | 26 | 245.2
multi-input cells | 8 | 180.2
inverters | 10 | 57.56
well taps | 46 | 57.56
-- power groups by stage --
stage	logic [uW]	clock network (uW)	registers (uW)
final	70.9	0	0
after CTS	73.5	0	0
after global routing	82.2	0	0
-- timing repair --
action / in CTS / in global routing
pin swaps: 8 / 8
endpoints found under the setup margin: 6 / 5
hold endpoints to repair: 0 / 0
cloned: 0 / 0
gates resized: 34 / 3
-- path summary, 6_finish.rpt --
| kind | startpoint | endpoint | cells after the start | slack (ns) |
|---|---|---|---|---|
| worst max-delay path | a[0] | sum[7] | 14 | -0.82 |
| worst min-delay path | cin | sum[0] | 5 | 2.22 |
-- cells by family after synthesis --
group                      Yosys count  share of synthesized area
buffers and inverters               18                     0.3787
adders and majority gates            8                     0.6213
-- per-layer routing --
layer | vias up | global-route usage
li1 | 96 | -
met1 | 90 | 0.02849
met2 | 24 | 0.02970
met3 | 0 | 0.02045
met4 | 0 | 0
met5 | - | 0
-- layout by cell type, fill, tap and decap left out --
cell	n
sky130_fd_sc_hd__clkdlybuf4s50_1	16
sky130_fd_sc_hd__buf_8	1
sky130_fd_sc_hd__buf_6	2
sky130_fd_sc_hd__clkdlybuf4s15_1	1
sky130_fd_sc_hd__clkinv_4	1
sky130_fd_sc_hd__fa_2	8
sky130_fd_sc_hd__inv_2	3
sky130_fd_sc_hd__buf_2	4
sky130_fd_sc_hd__dlygate4sd2_1	2
sky130_fd_sc_hd__inv_12	1
sky130_fd_sc_hd__inv_4	1
sky130_fd_sc_hd__inv_1	4
-- stage by stage --
stage	instances	setup TNS, ns	area [sq um]	total power, uW
floorplan	26	-1.275	296.5	41.88
detailed placement	90	-6.637	550.5	81.50
CTS	90	-2.597	538.0	73.55
finish	90	-2.016	540.5	70.94
global route	90	-2.393	540.5	82.22
global placement	90	-6.587	550.5	81.20
-- worst max-delay path, stage by stage --
cell                     delay, ns
sky130_fd_sc_hd__buf_8        0.11
sky130_fd_sc_hd__inv_12       0.04
sky130_fd_sc_hd__fa_2         0.17
sky130_fd_sc_hd__inv_2        0.04
sky130_fd_sc_hd__fa_2         0.34
sky130_fd_sc_hd__fa_2         0.36
sky130_fd_sc_hd__fa_2         0.35
sky130_fd_sc_hd__fa_2         0.34
sky130_fd_sc_hd__fa_2         0.34
sky130_fd_sc_hd__fa_2         0.34
sky130_fd_sc_hd__inv_2        0.06
sky130_fd_sc_hd__fa_2         0.42
sky130_fd_sc_hd__inv_2        0.05
sky130_fd_sc_hd__buf_2        0.08
Power and IR drop assume default switching activity.
